**flow/design.v**
```verilog
module program_counter(pc, jump, branch, select_jump, select_branch, rst, clk);
output reg[31:0] pc;
input[31:0] jump;
input[31:0] branch;
input select_jump;
input select_branch;
input rst;
input clk;
wire[1:0] counter_input_select = {select_jump, select_branch};
always @(posedge clk or posedge rst)
begin
	if(rst)
		pc <= 0;
	else
	begin
		casex(counter_input_select)
		2'b00: pc <= pc + 1;
		2'bx1: pc <= branch;
		2'b1x: pc <= jump;
		default: pc <= pc + 1;
		endcase
	end
end
endmodule
```
**flow/run.sh**
```bash
#!/bin/bash
# OpenROAD 26Q1-2900-gdf79404cd8, Yosys 0.63+post, stock flow scripts
make -C /OpenROAD-flow-scripts/flow DESIGN_CONFIG=/design/flow/config.mk WORK_HOME=/design/flow/orfs finish
```
**flow/config.mk**
```make
export PLATFORM = sky130hd
export DESIGN_NAME = program_counter
export DESIGN_NICKNAME = program_counter
export VERILOG_FILES = /design/flow/design.v
export SDC_FILE = /design/flow/constraint.sdc
export NUM_CORES = 4
export LEC_CHECK = 1
export CORE_UTILIZATION = 30
```
**flow/constraint.sdc**
```tcl
current_design program_counter

set clk_period 6.9
set clk_io_pct 0.2

create_clock -name clk0 -period $clk_period [get_ports {clk}]

set non_clock_inputs [all_inputs -no_clocks]
set_input_delay [expr $clk_period * $clk_io_pct] -clock clk0 $non_clock_inputs
set_output_delay [expr $clk_period * $clk_io_pct] -clock clk0 [all_outputs]
```
==> impl_metrics.env <==
# flow metrics
export IMPL_cp_top_family="simple AND/OR/NAND/NOR gates"
export IMPL_ys_cells=226
export IMPL_hold_buffers=0
export IMPL_ff2ff_setup_slack_ns=4.88
export IMPL_antenna_found_initial=0
export IMPL_numCtsBuffers=5
export IMPL_chipArea_sq_um=7020
export IMPL_initial_utilization=0.313
export IMPL_ys_types=35
export IMPL_setup_worst_path_end="pc[11]"
export IMPL_grt_usage=0.187
export IMPL_path_class="in -> reg"
export IMPL_pwr_density_cell_nw_per_um2=162
export IMPL_crit_start="select_jump"
export IMPL_worst_path_buf_inv=1
export IMPL_cp_start_kind="input pin"
export IMPL_cts_sinks=32
export IMPL_pre_cts_slack_ns=3.44
export IMPL_reg_largest_list="pc x32"
export IMPL_io_pins=100
export IMPL_setup_viol=0
export IMPL_hold_ws_ns=0.606
export IMPL_maxSlewViolCount=0
export IMPL_fin_crit_ns=3.19
export IMPL_status="finished clean"
export IMPL_yosys_area_sq_um=2010
export IMPL_fmax_ghz=0.313
export IMPL_final_core_utilization=0.493
export IMPL_synth_cells=226
export IMPL_vias=2037
export IMPL_skew_ns=0.00456
export IMPL_viasPerCell=5.08
export IMPL_end_kind="flip-flop"
export IMPL_rows=29
export IMPL_cp_required_ns=7.11
export IMPL_mostFrequentLayoutCells="clkdlybuf4s50_1, dfrtp_1, xor2_1"
export IMPL_warning_count=26
export IMPL_cts_resized=0
export IMPL_top_cell_area_share=0.399
export IMPL_path_max_fanout=19
export IMPL_drt_pass1_iterations=21
export IMPL_postRouteAntennaNets=0
export IMPL_clk_transition_reported_paths_ns=0.06
export IMPL_worstMarginPinSlew_ns=0.690
export IMPL_critPathSlowestCell="clkdlybuf4s50_1"
export IMPL_worstReg2RegEnd="pc[31]"
export IMPL_synth_flops=32
export IMPL_synth_area_sq_um=2010
export IMPL_largest_register_ff_count=32
export IMPL_timing_rr_start="pc[4]"
export IMPL_cts_root_buf="clkbuf_8"
export IMPL_synth_area_top_cells="dfrtp_1, xor2_1, a22oi_1"
export IMPL_synth_seq_share=0.399
export IMPL_regMostFlops="pc"
export IMPL_hold_viol_final=0
export IMPL_cp_slowest_stage_delay_ns=0.77
export IMPL_power_uw=513
export IMPL_post_route_period_util=0.463
export IMPL_hp_class="reg -> reg"
export IMPL_syn_avg_cell_area_sq_um=8.89
export IMPL_cp_cell_sequence="clkdlybuf4s50_1 > or2_2 > or4_1 > nand3_1"
export IMPL_clock_path_buffers=2
export IMPL_cap_violations=0
export IMPL_cts_tree="built"
export IMPL_fin_ws_ns=3.71
export IMPL_p_leak_nw=1.19
export IMPL_grt_pass1_wl_mm=10.3
export IMPL_critPathArrivalTime_ns=3.41
export IMPL_ir_drop_mv=0.0701
export IMPL_die_h_um=83.8
export IMPL_grt_overflow_total=0
export IMPL_drc=0
export IMPL_diodes=0
export IMPL_first_iter_violations=121
export IMPL_relSlewSlack=0.539
export IMPL_drive_above_1_share=0.0463
export IMPL_io_buffer_count=99
export IMPL_cts_setup_buffers=0
export IMPL_worstSetupPathDepth=4
export IMPL_largest_area_cell="dfrtp_1"
export IMPL_core_area_sq_um=6420
export IMPL_wl_per_cell_um=14.9
export IMPL_dp_hpwl_mm=4.44
export IMPL_setup_tns_ns=0
export IMPL_chipWidth_um=83.8
export IMPL_place_gp_congestion=0.829
export IMPL_wirelength_mm=5.98
export IMPL_rsz0062_at_grt="false"
export IMPL_clkLatencyLatePin_ns=0.28
export IMPL_yosys_warnings=1
export IMPL_h_tree_depth=2
export IMPL_grt_max_degree=35
export IMPL_layout_top_cell="clkdlybuf4s50_1"
export IMPL_grt_pass1_vias=2084
export IMPL_reg2regPathDepth=5
export IMPL_area_delta_synth_final_pct=57.5
-- cell usage after synthesis, drive strengths merged --
cell type / count
nor2: 8
nand3b: 1
nand2: 20
nand3: 10
nand4: 17
nand4b: 1
a21oi: 11
clkinv: 1
or2: 1
o211ai: 1
ha: 2
and4: 3
or3: 2
mux2: 2
buf: 1
and3: 6
a22oi: 16
mux2i: 4
o21ai: 23
nor2b: 1
xor2: 21
nor3: 2
clkbuf: 11
and2: 5
o221ai: 1
inv: 3
or4: 1
nor4: 5
dfrtp: 32
o22ai: 7
xnor2: 7
-- cell type report --
type	instances	area, sq um
clock buffer	8	90.1
fill	630	3260
inverter	4	15.0
multi-input combinational	178	1150
sequential	32	801
tap	77	96.3
timing repair buffer	102	1010
-- metal layers --
layer	global-route usage	vias to the layer above	wire [um]
met2	0.276	61	2680
met5	0	-	0
met1	0.302	936	2890
met3	0.0291	6	321
met4	0.0313	0	87
li1	-	1034	-
-- per-stage QoR --
stage,cells,cell area (sq um)
floorplan,226,2010
global placement,393,3070
detailed placement,393,3070
CTS,401,3160
global route,401,3160
finish,401,3160
-- worst register-to-register path: stages, from the launching register on --
cell	delay, ns
dfrtp_1	0.47
nand4_1	0.25
nor2_1	0.57
nand3b_1	0.25
mux2i_1	0.21
o221ai_1	0.13
-- where the power goes --
group          total (mW)  internal [mW]  switching, mW
logic               0.135         0.0894         0.0459
clock network       0.145         0.0812         0.0634
registers           0.233          0.206         0.0269
-- worst min path at each step --
stage | start | end | slack [ns] | depth (start not counted)
finish | pc[30] | pc[30] | 0.61 | 2
global route | pc[30] | pc[30] | 0.67 | 2
CTS | pc[30] | pc[30] | 0.61 | 2
-- cells by family (layout without fill, tap and decap cells) --
family / after synthesis / after routing / synth area share
buffers and inverters: 16 / 114 / 0.0299
xor gates and xnor gates: 28 / 28 / 0.122
AOI/OAI and AO/OA: 59 / 59 / 0.174
muxes: 6 / 6 / 0.0312
adders and majority gates: 2 / 2 / 0.0125
and+or+nand+nor: 83 / 83 / 0.231
DFF: 32 / 32 / 0.399
Power is estimated from default activity; no workload was simulated.
