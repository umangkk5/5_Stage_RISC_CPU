<file path="flow/constraint.sdc">
current_design instruction_register

set clk_period 1.0
set clk_io_pct 0.2

create_clock -name clk0 -period $clk_period [get_ports {clk}]

set non_clock_inputs [all_inputs -no_clocks]
set_input_delay [expr $clk_period * $clk_io_pct] -clock clk0 $non_clock_inputs
set_output_delay [expr $clk_period * $clk_io_pct] -clock clk0 [all_outputs]
</file>
<file path="flow/run.sh">
#!/bin/bash
# OpenROAD 26Q1-2900-gdf79404cd8, Yosys 0.63+post, stock flow scripts
make -C /OpenROAD-flow-scripts/flow DESIGN_CONFIG=/design/flow/config.mk WORK_HOME=/design/flow/orfs finish
</file>
<file path="flow/design.v">
module instruction_register(OPC, RS1_RS, RS2_RD, RD, IMM_J, IMM_BA, value, clk);
output reg[5:0] OPC;
output reg[4:0] RS1_RS;			 
output reg[4:0] RS2_RD;			 
output reg[4:0] RD;
output reg[25:0] IMM_J;			 
output reg[15:0] IMM_BA;		 
input clk;
input[31:0] value;
always @ (posedge clk)
begin
	OPC <= value[31:26];
	RS1_RS <= value[25:21];
	RS2_RD <= value[20:16];
	RD <= value[15:11];
	IMM_J <= value[25:0];
	IMM_BA <= value[15:0];
end
endmodule
</file>
<file path="flow/config.mk">
export PLATFORM = sky130hd
export DESIGN_NAME = instruction_register
export DESIGN_NICKNAME = instruction_register
export VERILOG_FILES = /design/flow/design.v
export SDC_FILE = /design/flow/constraint.sdc
export NUM_CORES = 4
export LEC_CHECK = 1
export CORE_AREA = 10 10 72 72
export DIE_AREA = 0 0 82 82
</file>
==> run_summary.xml <==
<?xml version="1.0" encoding="UTF-8"?>
<metrics>
  <group name="outcome">
    <metric name="run_status" unit="">complete, but fails checks</metric>
    <metric name="violations" unit="">negative setup slack</metric>
  </group>
  <group name="synthesis">
    <metric name="post-synth-top-area-cell" unit="">sky130_fd_sc_hd__dfxtp_1</metric>
    <metric name="synth.cellmix.xorXnorShare" unit="">0</metric>
    <metric name="postSynthAreaPerCell" unit="µm²">13.9</metric>
    <metric name="prevailing_logic_family_in_the_synthesized_netlist" unit="">buffers and inverters</metric>
    <metric name="ys_ff" unit="">32</metric>
    <metric name="synth_compound_gate_area_share" unit="">0</metric>
    <metric name="synth.yosys.chip_area" unit="µm²">873</metric>
    <metric name="leading_register_cell_type_out_of_synthesis" unit="">sky130_fd_sc_hd__dfxtp_1</metric>
    <metric name="yosysSeqAreaShare" unit="">0.734</metric>
    <metric name="yosys_warnings" unit="">1</metric>
    <metric name="yosysUniqueCellTypes" unit="">2</metric>
    <metric name="ys_sh_mux" unit="">0</metric>
    <metric name="most_common_cell" unit="">sky130_fd_sc_hd__dfxtp_1</metric>
    <metric name="enable_flop_cells" unit="">0</metric>
    <metric name="ys_sh_simple" unit="">0</metric>
    <metric name="synth-async-reset-ratio" unit="">0</metric>
    <metric name="adder_share" unit="">0</metric>
    <metric name="synthDominantCellAreaShare" unit="">0.734</metric>
    <metric name="synthesis.area" unit="µm²">873</metric>
    <metric name="common_cells" unit="">sky130_fd_sc_hd__dfxtp_1, sky130_fd_sc_hd__buf_4</metric>
    <metric name="syn-instance-count" unit="">63</metric>
    <metric name="ys_top_cells_by_area" unit="">sky130_fd_sc_hd__dfxtp_1, sky130_fd_sc_hd__buf_4</metric>
    <metric name="synth-cells-yosys" unit="">63</metric>
  </group>
  <group name="sta">
    <metric name="final-max-slew-violation-count" unit="">0</metric>
    <metric name="layout_setup_ws" unit="ns">-0.00737</metric>
    <metric name="final_min_period_over_clock_period" unit="">1.01</metric>
    <metric name="finalWorstPathRequiredPeriod" unit="ns">1.01</metric>
    <metric name="rsz0062_at_grt" unit="">true</metric>
    <metric name="setup_violations" unit="">4</metric>
    <metric name="max_slew_margin" unit="">0.948</metric>
    <metric name="report.final.hold_viol_count" unit="">0</metric>
    <metric name="hold-worst-slack" unit="ns">0.357</metric>
    <metric name="worstMarginPinSlew" unit="ns">0.0780</metric>
    <metric name="max_frequency" unit="MHz">993</metric>
  </group>
  <group name="placement">
    <metric name="place_area" unit="mm²">0.00165</metric>
    <metric name="dp_worst_setup_slack" unit="ns">-0.0194</metric>
    <metric name="gpl.final_weighted_congestion" unit="">0.741</metric>
    <metric name="hpwl" unit="µm">2180</metric>
    <metric name="placedCellCount" unit="">175</metric>
    <metric name="io_buffer_count" unit="">95</metric>
  </group>
  <group name="final_layout">
    <metric name="number_of_logic_gates" unit="">0</metric>
    <metric name="final_util" unit="">0.437</metric>
    <metric name="combGateArea" unit="µm²">0</metric>
    <metric name="drive_above_1_share" unit="">0.676</metric>
    <metric name="fillCellCount" unit="">344</metric>
    <metric name="area_delta_synth_final" unit="%">84.4</metric>
    <metric name="finished_layout_cells" unit="">187</metric>
    <metric name="post-route-cell-area" unit="mm²">0.00161</metric>
  </group>
  <group name="global_route">
    <metric name="gr-usage-all-layers" unit="">0.0721</metric>
    <metric name="grt_start_max_net_pins" unit="">11</metric>
    <metric name="grt_pass1_wl" unit="µm">3760</metric>
    <metric name="first_global_vias" unit="">706</metric>
    <metric name="antenna_found_initial" unit="">0</metric>
    <metric name="grt_remaining_overflow" unit="">0</metric>
  </group>
  <group name="floorplan">
    <metric name="floorplan.die_area" unit="mm²">0.00672</metric>
    <metric name="effective_utilization_at_floorplan" unit="">0.237</metric>
    <metric name="die_height" unit="µm">82</metric>
    <metric name="floorplan.rows" unit="">22</metric>
    <metric name="dieWidth" unit="µm">82</metric>
    <metric name="area_of_the_core" unit="mm²">0.00369</metric>
    <metric name="io-pin-count" unit="">96</metric>
  </group>
  <group name="cts">
    <metric name="numClockSinks" unit="">32</metric>
    <metric name="cts_root_buffer" unit="">sky130_fd_sc_hd__clkbuf_8</metric>
    <metric name="cts_max_level" unit="">2</metric>
    <metric name="cts.clk_slew.worst_paths" unit="ns">0.06</metric>
    <metric name="cts_tree" unit="">built</metric>
    <metric name="clk_path_buf_depth" unit="">2</metric>
    <metric name="cts_buffers" unit="">5</metric>
  </group>
  <group name="job">
    <metric name="max_cap_violations" unit="">0</metric>
    <metric name="log.warning_count" unit="">27</metric>
  </group>
  <group name="route">
    <metric name="via_count_of_the_routed_design" unit="">652</metric>
    <metric name="route.detailed.vias_per_inst" unit="">3.49</metric>
    <metric name="postRouteWirelength" unit="µm">2670</metric>
    <metric name="detail_route.iter0.violations" unit="">4</metric>
    <metric name="route.antenna.remaining_nets" unit="">0</metric>
    <metric name="detail_route.antenna_diodes" unit="">0</metric>
    <metric name="drt-wirelength-per-cell" unit="µm">14.3</metric>
    <metric name="drt_pass1_iterations" unit="">2</metric>
    <metric name="drt_drc_violations_left" unit="">0</metric>
  </group>
  <group name="hold_path">
    <metric name="hold_class" unit="">input port to flip-flop</metric>
  </group>
  <group name="power">
    <metric name="vdd.ir_drop.worst" unit="µV">894</metric>
    <metric name="power_leakage" unit="nW">0.754</metric>
    <metric name="power.density" unit="mW/mm²">1640</metric>
  </group>
  <group name="worst_setup_path">
    <metric name="largest_fanout_on_the_critical_path" unit="">2</metric>
    <metric name="crit_arrival" unit="ns">0.81</metric>
    <metric name="critical_path.endpoint_type" unit="">output port</metric>
    <metric name="crit_type" unit="">flip-flop to output port</metric>
    <metric name="worstSetupStartpointType" unit="">flip-flop</metric>
    <metric name="crit_required" unit="ns">0.80</metric>
  </group>
</metrics>
==> timing repair <==
item | 4_1_cts | 5_1_grt
hold endpoints to repair | 0 | 0
hold buffers | 0 | 0
endpoints found under the setup margin | 63 | 53
buffers inserted | 5 | 0
gates cloned | 0 | 0
gates resized | 178 | 47
pin swaps | 0 | 0
==> placed cells by master, fill, tap and decap left out, drive strengths merged <==
master,instances
buf,17
clkdlybuf4s50,32
clkinv,2
dfxtp,32
clkbuf,48
clkdlybuf4s15,8
==> state kept, by name, summed over array words and instances, names as in the netlist <==
signal and cells:
OPC 6, IMM_BA 15, IMM_J 10, RS1_RS 1
==> area by class of cell <==
cell class,count,area [µm²],share of cell area
Clock inverter,2,10.0,0.00622
Tap cell,48,60.1,0.0373
Timing Repair Buffer,99,783,0.486
Sequential cell,32,674,0.419
Clock buffer,6,82.6,0.0513
==> worst max-delay path, stage by stage (launching register included) <==
cell and delay (ns):
sky130_fd_sc_hd__dfxtp_2 0.33, sky130_fd_sc_hd__buf_6 0.11, sky130_fd_sc_hd__buf_6 0.10
==> final timing paths <==
kind	to	depth (start not counted)	startpoint
max	IMM_J[14]	2	IMM_BA[14]
min	IMM_BA[14]	1	value[14]
==> where the power goes <==
| group | switching (mW) | internal [mW] | leakage, nW |
|---|---|---|---|
| logic | 0.0454 | 0.235 | 0.433 |
| registers | 0.0320 | 1.36 | 0.270 |
| clock network | 0.421 | 0.547 | 0.0510 |
==> logic make-up after synthesis <==
group    count (synthesis)
buf+inv                 31
flops                   32
==> metrics by stage <==
step	TNS, ns	total power, mW
2_1_floorplan	0	1.46
3_3_place_gp	-0.0233	1.76
3_5_place_dp	-0.135	1.76
4_1_cts	-0.388	2.74
5_1_grt	-0.380	2.79
6_report	-0.0260	2.64
==> metal layers <==
layer  vias up  part of all wire  track usage
met5         -                 0            0
met4         0            0.0090       0.0119
met3         4              0.19       0.0529
met2        58              0.45        0.116
met1       283              0.36       0.0765
li1        307                 -            -
Power and IR drop assume default switching activity.
